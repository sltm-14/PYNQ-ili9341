## ./design.v

```verilog
package pkg_loop;
endpackage
module clk_divider
#(
	parameter FRECUENCY_IN  = 125_000_000,
	parameter FRECUENCY_OUT =   4_000_000,
	parameter COUNT_LENGTH  = $clog2(FRECUENCY_IN)
)(
	input rst,
	input i_clk,
	output o_clk
);
	logic [COUNT_LENGTH:0]counter = 0;                    
	logic l_clk;
	localparam CONST = (FRECUENCY_IN/FRECUENCY_OUT) / 2;  
	always@(posedge i_clk, negedge rst) begin
		if(!rst) begin                                   
			l_clk   <= 0;
			counter <= 0;
		end
		else if(counter == (CONST - 1'b1)) begin         
			l_clk   <= ~l_clk;                           
			counter <= 0;                                
		end
		else begin
			counter <= counter + 1'b1;                   
			l_clk   <= l_clk;		                     
		end
	end
	assign o_clk = l_clk;
endmodule
```

## ./run.sh

```bash
#!/bin/bash
# OpenROAD 26Q1-2900-gdf79404cd8, Yosys 0.63+post, stock flow scripts
make -C /OpenROAD-flow-scripts/flow DESIGN_CONFIG=/design/flow/config.mk WORK_HOME=/design/flow/orfs finish
```

## ./config.mk

```make
export PLATFORM = sky130hd
export DESIGN_NAME = clk_divider
export DESIGN_NICKNAME = clk_divider
export VERILOG_FILES = /design/flow/design.v
export SDC_FILE = /design/flow/constraint.sdc
export NUM_CORES = 4
export LEC_CHECK = 1
export CORE_AREA = 10 10 95 95
export DIE_AREA = 0 0 105 105
```

## ./constraint.sdc

```tcl
current_design clk_divider

set clk_period 6.4
set clk_io_pct 0.2

create_clock -name clk0 -period $clk_period [get_ports {i_clk}]

set non_clock_inputs [all_inputs -no_clocks]
set_input_delay [expr $clk_period * $clk_io_pct] -clock clk0 $non_clock_inputs
set_output_delay [expr $clk_period * $clk_io_pct] -clock clk0 [all_outputs]
```

==> flow_summary.html <==
<h3>Flow metrics</h3>
<table>
<tr><th>Metric</th><th>Value</th></tr>
<tr><th colspan="2">Detailed routing</th></tr>
<tr><td>Total wire length after detailed routing</td><td>2344 um</td></tr>
<tr><td>Detailed-route wire length per cell</td><td>10.02 um</td></tr>
<tr><td>Ratio of routed vias to standard cells</td><td>3.893</td></tr>
<tr><td>Antenna Diode Count</td><td>0</td></tr>
<tr><td>Detailed Route Iter0 Violations</td><td>50</td></tr>
<tr><td>Detailed-router iteration count before antenna repair</td><td>3</td></tr>
<tr><td>Final routed DRC violation total</td><td>0</td></tr>
<tr><td>Detailed-route via count</td><td>911</td></tr>
<tr><td>Number of nets with antenna violations after routing</td><td>0</td></tr>
<tr><th colspan="2">Min path</th></tr>
<tr><td>Worst min path class</td><td>flip-flop to flip-flop</td></tr>
<tr><td>Number of cells on the worst hold path</td><td>1</td></tr>
<tr><td>Hold Crit Endpoint</td><td>l_clk</td></tr>
<tr><td>Start point of the worst min-delay path</td><td>l_clk</td></tr>
<tr><th colspan="2">STA</th></tr>
<tr><td>Pin slew with the least headroom to its limit</td><td>0.5881 ns</td></tr>
<tr><td>Sum of negative setup slack</td><td>0 ns</td></tr>
<tr><td>Setup skew after layout</td><td>0.008502 ns</td></tr>
<tr><td>Max Transition Viols Final</td><td>0</td></tr>
<tr><td>Final tally of setup violations</td><td>0</td></tr>
<tr><td>Headroom to the max-slew limit</td><td>60.49%</td></tr>
<tr><td>Ratio of final minimum period to clock period</td><td>37.08%</td></tr>
<tr><td>Final Hold Viols</td><td>0</td></tr>
<tr><td>RSZ-0062 raised after global routing</td><td>false</td></tr>
<tr><td>Maximum clock frequency</td><td>0.4214 GHz</td></tr>
<tr><td>Final period demand of the worst path</td><td>2.373 ns</td></tr>
<tr><th colspan="2">Synth</th></tr>
<tr><td>Seq share, synth</td><td>51.79%</td></tr>
<tr><td>Synth Area per Inst</td><td>11.03 um^2</td></tr>
<tr><td>Synthesized instance count</td><td>127</td></tr>
<tr><td>Mapped cell area</td><td>1401 um^2</td></tr>
<tr><td>Cell total in the yosys stat output</td><td>127</td></tr>
<tr><td>Number of synthesis warnings</td><td>1</td></tr>
<tr><td>Summed standard-cell area reported by yosys</td><td>1401 um^2</td></tr>
<tr><td>Synth unique cells</td><td>20</td></tr>
<tr><td>Ys flops</td><td>29</td></tr>
<tr><th colspan="2">GRT</th></tr>
<tr><td>Antenna violations before repair</td><td>0</td></tr>
<tr><td>Aggregate global routing overflow</td><td>0</td></tr>
<tr><td>Via count of the first global-routing pass</td><td>954</td></tr>
<tr><td>Global-route wire length before repair</td><td>4264 um</td></tr>
<tr><td>Largest net degree at the start of global routing</td><td>30</td></tr>
<tr><td>Tot GR Track Use</td><td>4.509%</td></tr>
<tr><th colspan="2">CTS</th></tr>
<tr><td>Maximum number of buffers from clock root to sink</td><td>2</td></tr>
<tr><td>Number of H-tree branching levels</td><td>2</td></tr>
<tr><td>Clk slew on worst S/H paths</td><td>0.06 ns</td></tr>
<tr><td>Post-cts repair resize count</td><td>0</td></tr>
<tr><td>Total number of clock tree sinks</td><td>29</td></tr>
<tr><td>Insertion Delay late pin</td><td>0.28 ns</td></tr>
<tr><td>Total clock buffers created by CTS</td><td>5</td></tr>
<tr><td>Clock tree from TritonCTS</td><td>built</td></tr>
<tr><td>Post-CTS setup buffer count</td><td>0</td></tr>
<tr><td>Post-CTS Hold Fix Bufs</td><td>0</td></tr>
<tr><td>Root Driver</td><td>sky130_fd_sc_hd__clkbuf_8</td></tr>
<tr><th colspan="2">Floorplanning</th></tr>
<tr><td>Total die size</td><td>11030 um^2</td></tr>
<tr><td>CORE AREA</td><td>6907 um^2</td></tr>
<tr><td>Ports</td><td>3</td></tr>
<tr><td>Row Count</td><td>30</td></tr>
<tr><td>Core utilization before placement</td><td>20.29%</td></tr>
<tr><td>Die span in x</td><td>105 um</td></tr>
<tr><td>Floorplan die height</td><td>105 um</td></tr>
<tr><th colspan="2">Final layout</th></tr>
<tr><td>Most common logic cell in the routed design</td><td>sky130_fd_sc_hd__dfrtp_1</td></tr>
<tr><td>Area overhead of the layout relative to synthesis</td><td>18.84%</td></tr>
<tr><td>Fraction of final layout cells sized beyond drive strength 1</td><td>12.32%</td></tr>
<tr><td>Top Layout Cells</td><td>sky130_fd_sc_hd__dfrtp_1 (29), sky130_fd_sc_hd__xnor2_1 (19), sky130_fd_sc_hd__nor2_1 (13)</td></tr>
<tr><th colspan="2">Critical path</th></tr>
<tr><td>Endpoint arrival time on the critical path</td><td>1.09 ns</td></tr>
<tr><td>Category of cells accounting for the largest share of critical-path delay</td><td>buffers and inverters</td></tr>
<tr><td>CP max FO</td><td>2</td></tr>
<tr><td>Crit path kind</td><td>flip-flop to primary output</td></tr>
<tr><td>Category of the worst setup path launch point</td><td>flip-flop</td></tr>
<tr><td>Highest-delay cell along the critical path</td><td>sky130_fd_sc_hd__clkdlybuf4s50_1</td></tr>
<tr><td>Worst EP required</td><td>5.12 ns</td></tr>
<tr><td>Reg2reg end</td><td>counter[16]</td></tr>
<tr><td>R2R Setup Slk</td><td>4.61 ns</td></tr>
<tr><td>Type of element capturing the critical path</td><td>primary output</td></tr>
<tr><td>Cell-by-cell trace of the critical path</td><td>clkdlybuf4s50_1</td></tr>
<tr><td>Worst Path Buf+Inv</td><td>1</td></tr>
<tr><td>Worst Reg2Reg Path Length in Cells</td><td>5</td></tr>
<tr><td>Reg2Reg Launch Point</td><td>counter[0]</td></tr>
<tr><td>Critical Path Max Stage Delay</td><td>0.47 ns</td></tr>
<tr><th colspan="2">Status</th></tr>
<tr><td>Run status</td><td>finished clean</td></tr>
<tr><th colspan="2">Power</th></tr>
<tr><td>IR Drop Worst-Case VDD</td><td>0.06676 mV</td></tr>
<tr><td>Power density over the cells</td><td>228.1 nW/um^2</td></tr>
<tr><td>PnR Total Power</td><td>0.0003798 W</td></tr>
<tr><td>Lkg Pwr</td><td>0.7174 nW</td></tr>
<tr><th colspan="2">Run</th></tr>
<tr><td>Warning total across the stage logs</td><td>26</td></tr>
<tr><td>Max Cap Violations</td><td>0</td></tr>
<tr><th colspan="2">Placement</th></tr>
<tr><td>Number of buffers inserted by port buffering</td><td>2</td></tr>
<tr><td>Routability congestion estimate from global placement</td><td>0.8083</td></tr>
<tr><td>Detailed placer's ending HPWL</td><td>1669 um</td></tr>
</table>
## synthesized netlist by cell type (all sizes together)
cell type   n  area [um^2]
xnor2      19        166.4
nor2       13        48.80
dfrtp      29        725.7
nor4        6        67.56
inv         6        22.52
nor3        8        56.31
nand2       9        33.78
xor2        8        70.07
or2         1        6.260
ha          2        25.02
nand3      13        82.58
nor4b       1        8.760
and3        3        18.77
nand4       9        68.81
## sequential cells by signal, indices dropped and copies added, names as in the netlist
| signal | count |
|---|---|
| l_clk | 1 |
| counter | 28 |
## worst max-delay path by stage
stage,from,endpoint,cells past startpoint
4_1_cts,l_clk,o_clk,1
6_report,l_clk,o_clk,1
5_1_grt,l_clk,o_clk,1
## routing by layer
layer  GRT usage [%]  vias to the layer above  wire (um)
li1                -                      454          -
met1           6.518                      438       1216
met2           6.717                       10        982
met3           1.118                        9         92
met4          0.8824                        0         52
met5               0                        -          0
## power by group
group,internal (W),total [W],leakage [nW],switching [W]
Clock,0.000127,0.000192,0.0585,0.0000654
Sequential,0.000183,0.000183,0.391,0
Combinational,0.000000935,0.00000439,0.268,0.00000345
## per-stage QoR
step / util (%) / hold WS [ns] / instance area [um^2] / setup WS, ns / cells
4_1_cts: 24.11 / 0.4681 / 1665 / 4.007 / 234
3_3_place_gp: 22.43 / 0.4557 / 1549 / 4.315 / 226
3_5_place_dp: 22.43 / 0.4563 / 1549 / 4.315 / 226
2_1_floorplan: - / 0.4204 / 1401 / 4.775 / 127
5_1_grt: 24.11 / 0.4829 / 1665 / 3.994 / 234
6_report: 24.11 / 0.4652 / 1665 / 4.027 / 234
## layout make-up
| cell class | instances | area [um^2] |
|---|---|---|
| timing repair buffer | 3 | 27.53 |
| clock inverter | 1 | 30.03 |
| sequential | 29 | 725.7 |
| fill | 733 | 5241 |
| multi-input combinational | 92 | 653.1 |
| inverter | 6 | 22.52 |
| tap | 96 | 120.1 |
| clock buffer | 7 | 86.33 |
## cell families (layout without fill, tap and decap cells)
kind of cell,after synthesis,after routing,synth area share (%)
xor+xnor,27,27,16.88
flops,29,29,51.79
simple gates,63,63,27.95
fa+ha+maj,2,2,1.785
buf+inv,6,17,1.607
Power is estimated from default activity; no workload was simulated.
